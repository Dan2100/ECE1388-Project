$ cat config.mk
export PLATFORM = sky130hd
export DESIGN_NAME = alu
export DESIGN_NICKNAME = alu
export VERILOG_FILES = /design/flow/design.v
export SDC_FILE = /design/flow/constraint.sdc
export NUM_CORES = 4
export LEC_CHECK = 1
export CORE_UTILIZATION = 30
$ cat constraint.sdc
current_design alu

set clk_period 15.2
set clk_io_pct 0.2

create_clock -name clk0 -period $clk_period [get_ports {clk}]

set non_clock_inputs [all_inputs -no_clocks]
set_input_delay [expr $clk_period * $clk_io_pct] -clock clk0 $non_clock_inputs
set_output_delay [expr $clk_period * $clk_io_pct] -clock clk0 [all_outputs]
$ cat design.v
`timescale 1ns/1ps
module alu (
    input  wire         clk,
    input  wire         rst,
    input  wire [23:0]  R,
    input  wire [23:0]  S,
    input  wire         ctl_f,
    input  wire         ctl_e,
    output wire [23:0]  result,
    output wire         sign,
    output wire         cont
);
    wire [23:0] add_out;
    wire [47:0] mult_out;
    wire [22:0] mult_inv_out;
    wire [23:0] mult_inv_out_sign;
    wire [23:0] inv_out;
    wire [23:0] Y;
    wire        inv_rdy;
    wire sign_r = R[23];
    wire sign_s = S[23];
    wire ctl_nand;
    wire sign_out;
    wire sign_xor;
    wire zero_check = (~|R[22:0] || ~|S[22:0]);  
    adder_subs u_add (
        .x(R),
        .y(S),
        .op(ctl_f),
        .sr(add_out)
    );
    multiplier u_mult (
        .x(R),
        .y(Y),
        .m(mult_out)
    );
    multiplicative_inverse u_inv (
        .clk(clk),
        .rst(rst),
        .m(mult_out),
        .i(inv_out),
        .rdy(inv_rdy)
    );
    assign sign_xor = zero_check ? 0 : sign_r ^ sign_s;  
    assign ctl_nand = ~(ctl_e & ctl_f);
    assign Y = ctl_nand ? S : inv_out;  
    assign mult_inv_out = ctl_e ? inv_out : mult_out[36:14];  
    assign sign_out = ctl_nand ? sign_xor : sign_r;  
    assign mult_inv_out_sign = {sign_out, mult_inv_out};  
    assign result = ctl_f ? mult_inv_out_sign : add_out;  
    assign cont = inv_rdy | ctl_nand;  
endmodule
module adder_subs (
    input  wire [23:0] x,
    input  wire [23:0] y,
    input  wire        op,
    output wire [23:0] sr
);
    wire sign_x = x[23];
    wire sign_y = y[23];
    wire [22:0] mag_x = x[22:0];
    wire [22:0] mag_y = y[22:0];
    wire eff_sign_y = op ? ~sign_y : sign_y;
    wire same_sign = (sign_x == eff_sign_y);
    wire [22:0] add_mag = mag_x + mag_y;
    wire [22:0] sub_mag = (mag_x == mag_y) ? 0 :
                           (mag_x > mag_y) ? (mag_x - mag_y) : (mag_y - mag_x);
    wire sign_res = same_sign ? sign_x :
                     (mag_x == mag_y) ? 1'b0 :  
                     (mag_x > mag_y) ? sign_x : eff_sign_y;
    wire [22:0] mag_res = same_sign ? add_mag : sub_mag;
    assign sr = {sign_res, mag_res};
endmodule
module multiplier (
    input  wire [23:0] x,
    input  wire [23:0] y,
    output wire [47:0] m
);
    wire sign_x = x[23];
    wire sign_y = y[23];
    wire [22:0] mag_x = x[22:0];
    wire [22:0] mag_y = y[22:0];
    wire [45:0] raw_product = mag_x * mag_y;
    assign m = raw_product;
endmodule
module multiplicative_inverse (
    input  wire        clk,
    input  wire        rst,
    input  wire [47:0] m,     
    output reg  [23:0] i,     
    output reg         rdy
);
    reg [4:0] bit_pos;
    always @(posedge clk or posedge rst) begin
        if (rst) begin
            i <= 24'hFFFFFF;  
            bit_pos <= 22;  
            rdy <= 0;
        end else begin
            if (bit_pos != 0) begin
                if (m[36:14] > 24'h004000) begin  
                    i[bit_pos] <= 1'b0;  
                end
                bit_pos <= bit_pos - 1;  
            end else begin  
                rdy <= 1'b1;  
            end
        end
    end
endmodule
$ cat run.sh
#!/bin/bash
# OpenROAD 26Q1-2900-gdf79404cd8, Yosys 0.63+post, stock flow scripts
make -C /OpenROAD-flow-scripts/flow DESIGN_CONFIG=/design/flow/config.mk WORK_HOME=/design/flow/orfs finish
==> flow_summary.html <==
<h2>Implementation results</h2>
<table>
<tr><th>Metric</th><th>Value</th></tr>
<tr><th colspan="2">Synth</th></tr>
<tr><td>Flip-flop and latch count after synthesis</td><td>29</td></tr>
<tr><td>Distinct lib cells</td><td>83</td></tr>
<tr><td>Post-synthesis instance area</td><td>0.0208 mm2</td></tr>
<tr><td>Instance count of the mapped netlist</td><td>2545</td></tr>
<tr><td>Yosys warning total</td><td>2</td></tr>
<tr><td>Dominant Register Cell</td><td>sky130_fd_sc_hd__dfstp_2</td></tr>
<tr><td>Number of flops mapped to enable cells by yosys</td><td>0</td></tr>
<tr><td>Average footprint of a synthesized cell</td><td>8.18 um2</td></tr>
<tr><td>Share of the yosys chip area belonging to registers</td><td>3.64%</td></tr>
<tr><td>Share of synthesized registers carrying an async set or reset</td><td>100%</td></tr>
<tr><td>Post-synthesis chip area from yosys</td><td>0.0208 mm2</td></tr>
<tr><td>Yosys cell count</td><td>2545</td></tr>
<tr><th colspan="2">CTS</th></tr>
<tr><td>Clock buffer count from CTS</td><td>5</td></tr>
<tr><td>Max H-tree Level</td><td>2</td></tr>
<tr><td>Clk sinks</td><td>29</td></tr>
<tr><td>Maximum count of clock buffers along a single path</td><td>2</td></tr>
<tr><td>Insertion delay of the later-clocked pin in the worst-skew pair</td><td>0.28 ns</td></tr>
<tr><td>Number of hold buffers added after cts</td><td>0</td></tr>
<tr><td>Buffer cell driving the clock tree root</td><td>sky130_fd_sc_hd__clkbuf_16</td></tr>
<tr><td>CTS-repair resized insts</td><td>0</td></tr>
<tr><td>Clock-pin slew on the worst setup and hold paths</td><td>0.05 ns</td></tr>
<tr><td>TritonCTS clock tree</td><td>done</td></tr>
<tr><td>Buffers inserted by post-CTS timing repair</td><td>0</td></tr>
<tr><th colspan="2">Timing</th></tr>
<tr><td>Post-route worst setup slack</td><td>0.361 ns</td></tr>
<tr><td>Final Hold Slack</td><td>0.477 ns</td></tr>
<tr><td>Tightest Pin Transition</td><td>0.953 ns</td></tr>
<tr><td>Clock skew</td><td>0.00754 ns</td></tr>
<tr><td>Pins Over Slew Limit</td><td>0</td></tr>
<tr><td>Worst slew margin</td><td>35.9%</td></tr>
<tr><td>Time the worst path needs with I/O delays and setup</td><td>14.84 ns</td></tr>
<tr><td>Setup TNS</td><td>0 ns</td></tr>
<tr><td>Portion of the clock cycle consumed by the worst path in the final layout</td><td>97.6%</td></tr>
<tr><td>Unrepaired setup endpoints after global routing</td><td>false</td></tr>
<tr><td>Final-report setup violation count</td><td>0</td></tr>
<tr><td>Highest Clock Rate</td><td>67.4 MHz</td></tr>
<tr><td>Number of hold violations in the final report</td><td>0</td></tr>
<tr><th colspan="2">Global route</th></tr>
<tr><td>Met3 usage in global routing</td><td>7.95%</td></tr>
<tr><td>Number of global-route vias before repair</td><td>18100</td></tr>
<tr><td>Number of antenna violations at the first check in global routing</td><td>1</td></tr>
<tr><td>Pin count of the biggest net entering global routing</td><td>50</td></tr>
<tr><td>Global Route met2 Usage</td><td>32.8%</td></tr>
<tr><td>Global-route total usage across every layer</td><td>22.0%</td></tr>
<tr><td>GRT met1 Usage</td><td>30.6%</td></tr>
<tr><td>Remaining global-route overflow</td><td>0</td></tr>
<tr><td>Wire length of the first global-routing pass</td><td>111 mm</td></tr>
<tr><td>Most congested layer reported by global routing</td><td>met2</td></tr>
<tr><th colspan="2">Critical path</th></tr>
<tr><td>Worst R2R Setup Slack</td><td>6.44 ns</td></tr>
<tr><td>Slowest library cell on the worst path</td><td>sky130_fd_sc_hd__clkdlybuf4s50_1</td></tr>
<tr><td>CP Buf/Inv Count</td><td>7</td></tr>
<tr><td>Critical Path AT</td><td>11.80 ns</td></tr>
<tr><td>CP Capture Type</td><td>primary output</td></tr>
<tr><td>Launching element type of the critical path</td><td>input pin</td></tr>
<tr><td>Biggest fanout along the worst timing path</td><td>11</td></tr>
<tr><td>Critical path's top delay family</td><td>adder cells</td></tr>
<tr><td>Crit-path max cell delay</td><td>1.06 ns</td></tr>
<tr><td>Cell repeated most along the worst path</td><td>sky130_fd_sc_hd__fa_1</td></tr>
<tr><td>Worst path required time</td><td>12.16 ns</td></tr>
<tr><td>Category of the most critical setup path</td><td>input pin to primary output</td></tr>
<tr><th colspan="2">Die</th></tr>
<tr><td>Num ports</td><td>78</td></tr>
<tr><td>Starting density of the core</td><td>30.3%</td></tr>
<tr><td>Chip Footprint</td><td>0.0704 mm2</td></tr>
<tr><td>Num rows</td><td>96</td></tr>
<tr><td>DIE HEIGHT</td><td>265 um</td></tr>
<tr><td>Core footprint</td><td>0.0686 mm2</td></tr>
<tr><td>Die width</td><td>265 um</td></tr>
<tr><th colspan="2">Layout</th></tr>
<tr><td>Top logic cells by instance count in the layout</td><td>520 x sky130_fd_sc_hd__inv_1, 406 x sky130_fd_sc_hd__fa_1, 353 x sky130_fd_sc_hd__nand2_1</td></tr>
<tr><td>Final cell utilization of the core</td><td>33.6%</td></tr>
<tr><td>Synthesis-to-layout area growth</td><td>10.6%</td></tr>
<tr><td>Ratio of cells with drive above 1 in the final layout</td><td>6.90%</td></tr>
<tr><td>Most common cell after layout, fill and taps aside</td><td>sky130_fd_sc_hd__inv_1</td></tr>
<tr><td>Non-filler instance count after layout</td><td>3510</td></tr>
<tr><td>Final design area excluding fillers</td><td>0.0230 mm2</td></tr>
<tr><th colspan="2">Drt</th></tr>
<tr><td>Average wire per standard cell</td><td>20.5 um</td></tr>
<tr><td>Drc violations</td><td>0</td></tr>
<tr><td>Number of nets still failing antenna checks after routing</td><td>0</td></tr>
<tr><td>Vias/cell</td><td>5.07</td></tr>
<tr><td>First DRT Iteration DRCs</td><td>1205</td></tr>
<tr><td>Pre-Repair DR Iteration Count</td><td>5</td></tr>
<tr><td>Routed wire length</td><td>71.9 mm</td></tr>
<tr><td>Total number of vias</td><td>17800</td></tr>
<tr><th colspan="2">Run status</th></tr>
<tr><td>Result of the run</td><td>complete, no violations</td></tr>
<tr><th colspan="2">Place</th></tr>
<tr><td>Number of buffers inserted by port buffering</td><td>76</td></tr>
<tr><td>Placed instance count</td><td>3501</td></tr>
<tr><td>Pre-CTS worst setup slack</td><td>0.418 ns</td></tr>
<tr><td>Post-placement cell area</td><td>0.0229 mm2</td></tr>
<tr><td>Weighted congestion reported at the end of routability-driven placement</td><td>1.00</td></tr>
<tr><td>Final HPWL from detailed placement</td><td>59.1 mm</td></tr>
<tr><th colspan="2">Hold path</th></tr>
<tr><td>Class of the tightest hold or removal check</td><td>flop to flop</td></tr>
<tr><th colspan="2">Job</th></tr>
<tr><td>Tally of OpenROAD warnings</td><td>71</td></tr>
<tr><td>Max Cap Viol</td><td>0</td></tr>
</table>
[area by class of cell]
class	count	area, um2
clock inverter	1	5.00
fill	7196	45600
antenna	1	2.50
multi-input combinational	1852	17600
sequential	29	758
inverter	529	1990
tap	931	1160
clock buffer	7	153
timing repair buffer	160	1390
[Yosys cell counts (17+ instances only)]
master                     count  area [um2]
sky130_fd_sc_hd__nand2_1     353        1330
sky130_fd_sc_hd__mux2i_1      29         290
sky130_fd_sc_hd__a21boi_1     18         135
sky130_fd_sc_hd__xnor2_1      32         280
sky130_fd_sc_hd__or3_1        17         106
sky130_fd_sc_hd__clkbuf_1    123         462
sky130_fd_sc_hd__a211oi_1     18         135
sky130_fd_sc_hd__a21oi_1     113         566
sky130_fd_sc_hd__o21ai_0      50         250
sky130_fd_sc_hd__nand3_1      18        90.1
sky130_fd_sc_hd__ha_1        193        2410
sky130_fd_sc_hd__inv_1       520        1950
sky130_fd_sc_hd__dfstp_2      26         683
sky130_fd_sc_hd__nor2_1      206         773
sky130_fd_sc_hd__and2_1       56         350
sky130_fd_sc_hd__mux2_2       22         248
sky130_fd_sc_hd__nor3_1       30         150
sky130_fd_sc_hd__a21o_1       23         173
sky130_fd_sc_hd__fa_1        406        8130
[layer usage]
metal / share of wire [%] / vias up
met5: 0 / -
met2: 44 / 859
met1: 40 / 8798
li1: - / 8020
met3: 11 / 135
met4: 3.7 / 0
[logic make-up (layout without fill, tap and decap cells)]
group	count (synthesis)	count (layout)	synth area share [%]
flops	29	29	3.64
simple gates	768	768	16.2
fa+ha+maj	599	599	50.7
xor+xnor	49	49	2.13
buf+inv	664	697	12.1
mux	52	52	2.65
other cells	1	2	0.0180
compound gates	383	383	12.6
[registers in the layout (all words and copies together), names as in the netlist]
register and count:
u_inv.rdy 1, u_inv.bit_pos 5, u_inv.i 23
[worst paths after layout]
| path | startpoint | end | cells past startpoint |
|---|---|---|---|
| max | R[18] | result[22] | 27 |
| min | u_inv.i[15] | u_inv.i[15] | 1 |
| max reg2reg | u_inv.i[2] | u_inv.i[2] | 26 |
| min reg2reg | u_inv.i[15] | u_inv.i[15] | 1 |
| max in group asynchronous | rst | u_inv.i[8] | 3 |
| min in group asynchronous | rst | u_inv.rdy | 3 |
