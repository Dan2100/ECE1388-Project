<file path="design.v">
`timescale 1ns/1ps
module router_a
#(parameter W=24, parameter ADDRW=5)
(
  input  [W-1:0]      DATA_IN,
  input  [W-1:0]      RESULT,
  input  [ADDRW-1:0]  CTL_A,
  input  [ADDRW-1:0]  CTL_B,
  input  [ADDRW-1:0]  DIR_EXT,
  input               WRITE_REQ,
  input               READY,
  input  [1:0]        sel_data,     
  input               sel_dira,     
  input               sel_dirb,     
  input  [1:0]        sel_write,    
  output reg [W-1:0]  db_data,
  output      [ADDRW-1:0] db_dira,
  output      [ADDRW-1:0] db_dirb,
  output reg          db_write
);
  always @* begin
    case (sel_data)
      2'd0: db_data = DATA_IN;
      2'd1: db_data = RESULT;
      2'd2: db_data = {W{1'b0}};
      default: db_data = RESULT;
    endcase
  end
  assign db_dira = sel_dira ? DIR_EXT : CTL_A;
  assign db_dirb = sel_dirb ? DIR_EXT : CTL_B;
  always @* begin
    case (sel_write)
      2'd0: db_write = WRITE_REQ;
      2'd1: db_write = WRITE_REQ & READY;
      2'd2: db_write = 1'b0;
      default: db_write = 1'b1;
    endcase
  end
endmodule
</file>
<file path="run.sh">
#!/bin/bash
# OpenROAD 26Q1-2900-gdf79404cd8, Yosys 0.63+post, stock flow scripts
make -C /OpenROAD-flow-scripts/flow DESIGN_CONFIG=/design/flow/config.mk WORK_HOME=/design/flow/orfs finish
</file>
<file path="config.mk">
export PLATFORM = sky130hd
export DESIGN_NAME = router_a
export DESIGN_NICKNAME = router_a
export VERILOG_FILES = /design/flow/design.v
export SDC_FILE = /design/flow/constraint.sdc
export NUM_CORES = 4
export LEC_CHECK = 1
export CORE_AREA = 10 10 70 70
export DIE_AREA = 0 0 80 80
</file>
<file path="constraint.sdc">
current_design router_a

set clk_period 2.0
set clk_io_pct 0.2

create_clock -name clk0 -period $clk_period

set non_clock_inputs [all_inputs -no_clocks]
set_input_delay [expr $clk_period * $clk_io_pct] -clock clk0 $non_clock_inputs
set_output_delay [expr $clk_period * $clk_io_pct] -clock clk0 [all_outputs]
</file>
==> CHANGELOG.md <==
### Implementation results

- Leading area contributor after synthesis: sky130_fd_sc_hd__a22o_1
- Leakage power: 0.587 nW
- Synthesis Warnings: 1
- DRT antenna net count: 0
- Arrival time of data at the critical path endpoint: between 1.5 and 2 ns
- Mapped Cells: 44
- Max cap viols: 0
- Number of vias after detailed routing: about 840
- Placed wire-length estimate: 3190 µm
- Cell type with the highest occurrence count on the critical path: sky130_fd_sc_hd__clkdlybuf4s50_1
- Outcome: finished, final reports clean
- Die Span Y: approximately 80 µm
- Cell with the most instances after synthesis: sky130_fd_sc_hd__a22o_1
- Number of setup violations in the final report: 0
- Post-route setup slack: approximately 0.058 ns
- Max stage delay cell, worst path: sky130_fd_sc_hd__clkdlybuf4s50_1
- Pre-antenna DRT Iters: 2
- Post-synthesis cell count from yosys: approximately 44
- Pwr Density: approximately 210 nW/µm²
- Chip area estimate from yosys synthesis: ~420 µm²
- Part of the cycle the worst path needs: a little over nine tenths
- Remaining global-route overflow: 0
- Slew Viols, Final: 0
- Count of cell types in the netlist: 11
- Switching power total: 0.0000738 W
- Crit path required time: 1.60 ns
- OpenROAD warning count: 32
- Worst path max stage delay: about 0.48 ns
- Final estimated routing congestion in global placement: ~0.83
- Initial Utilization: 12.3%
- Ratio of cells with drive above 1 in the final layout: 14.7%
- Part of the power in combinational logic: ~100%
- Portion of the post-synthesis area used by sequential elements: 0%
- Commonest cells in the netlist: sky130_fd_sc_hd__a22o_1, sky130_fd_sc_hd__mux2_2, sky130_fd_sc_hd__a22o_2
- Antenna diode count: 0
- Min-Delay Path Class: input port to output pin
- Count of standard-cell rows: 21
- Cells along the critical path: clkdlybuf4s50_1, nor2b_1, o21ai_1, clkdlybuf4s50_1
- X dimension of the die: roughly 80 µm
- RSZ-0062 raised after global routing: false
- Design Power: 0.000328 W
- WL final: approximately 3700 µm
- Worst setup SP type: input port
- Layout Area Growth over Synthesis: 265%
- Area of the core: between 3000 and 4000 µm²
- Remaining max-slew budget at the tightest pin: between 80% and 90%
- Post-route DRC: 0
- Combined flip-flop and latch cell area: 0 µm²
- Post-placement setup slack: -0.360 ns
- Power Internal: 0.000254 W
- Number of buffers and inverters on the critical path: 2
- Count of boundary I/O pins: approximately 110
- Switching fraction of total power: 22.5%
- Clock Buffer Count: 0
- Type of the worst setup path: input port to output pin
- Final TNS setup: 0 ns
- Tightest Pin Transition: between 0.2 and 0.3 ns
- Largest net degree at the start of global routing: 25
- Sequential group share of total power: 0%
- Mean post-synth cell area: roughly 9.6 µm²
- Part of the power in the clock network: 0%
- Area of the die: roughly 6400 µm²
- Violation tally from detailed-route iteration zero: 13
- Number of filler cells placed in the layout: about 350
- Number of antenna violations at the first check in global routing: 0
- Final hold violation count: 0
- Avg WL per Cell: 19.1 µm
- Hold Worst Slack: ~1.7 ns
- Number of sequential cells in the layout: 0
- Clock period minus final worst setup slack: about 1.9 ns
- Top cell type's share of synthesized area: around two fifths
- Leading post-synthesis cells by cell area: sky130_fd_sc_hd__a22o_1, sky130_fd_sc_hd__mux2_2, sky130_fd_sc_hd__a22o_2, sky130_fd_sc_hd__buf_8, sky130_fd_sc_hd__nor2_8
- # port buffers: around 110
- Netlist Area Pre-Place: 420 µm²
- Peak supply drop: 0.0000771 V
- Gate family responsible for the most delay along the worst path: buffers and inverters
- Nature of the critical path endpoint: output pin
- Wire length of the first global-routing pass: ~5200 µm
- Top achievable clock speed: between 500 and 600 MHz
- Via count of the first global-routing pass: 928
- Biggest fanout along the worst timing path: 2
- Via density: between 4 and 5
- Total routing resource utilization after global routing: approximately a tenth
-- cell usage in the layout (no fill, tap or decap) --
cell type | Yosys | routed
sky130_fd_sc_hd__a22o_1 | 20 | 20
sky130_fd_sc_hd__a22o_2 | 4 | 4
sky130_fd_sc_hd__buf_12 | 0 | 1
sky130_fd_sc_hd__buf_2 | 2 | 2
sky130_fd_sc_hd__buf_4 | 0 | 2
sky130_fd_sc_hd__clkdlybuf4s50_1 | 0 | 102
sky130_fd_sc_hd__dlygate4sd2_1 | 0 | 2
sky130_fd_sc_hd__mux2_2 | 10 | 10
sky130_fd_sc_hd__nand2_1 | 1 | 1
sky130_fd_sc_hd__nand2b_1 | 1 | 1
sky130_fd_sc_hd__nor2_4 | 0 | 2
sky130_fd_sc_hd__nor2_8 | 1 | 1
sky130_fd_sc_hd__nor2b_1 | 1 | 1
sky130_fd_sc_hd__o21ai_1 | 0 | 1
-- power groups by stage --
| stage | sequential (W) | combinational (W) | clock, W |
|---|---|---|---|
| final | 0 | 0.000328 | 0 |
| after global routing | 0 | 0.000352 | 0 |
| after CTS | 0 | 0.000335 | 0 |
-- final timing paths --
path                         start  slack, ns           to  depth (start not counted)
worst min-delay path   sel_data[1]       1.68  db_data[23]                          4
worst max-delay path  sel_write[0]       0.06     db_write                          4
-- cell type report --
type,count,area (µm²),area share (%)
Timing Repair Buffer,109,1080,70.7
Multi-Input combinational cell,41,392,25.6
Tap cell,46,57.6,3.76
-- kinds of logic (layout without fill, tap and decap cells) --
family                 after synthesis  after routing  synth area share (%)
AOI/OAI and AO/OA                   25             25                  52.4
muxes                               10             10                  26.8
buffers and inverters                5            109                  12.2
and+or+nand+nor                      4              6                  8.63
-- stage by stage --
step | cells | cell area (µm²) | util [%]
after floorplan | 44 | 420 | -
after global placement | 192 | 1510 | 44.1
after detailed placement | 192 | 1510 | 44.1
after CTS | 196 | 1540 | 45.1
after global routing | 196 | 1530 | 44.9
final | 196 | 1530 | 44.9
-- repair_timing --
action                     4_1_cts  5_1_grt
gates cloned                     2        0
setup buffers                    2        0
pin swaps                        3        0
setup endpoints to repair       35       14
gates resized                   11        2
hold buffers                     0        0
-- metal layers --
metal | GRT usage (%) | vias to the layer above | wire length (µm)
met5 | 0 | - | 0
met4 | 0 | 0 | 0
met3 | 4.89 | 0 | 554
met2 | 16.9 | 71 | 1610
met1 | 12.6 | 366 | 1580
li1 | - | 403 | -
Power figures rest on the tool's default switching activity, not on a simulated workload.
